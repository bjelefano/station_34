--- flow/design.v ---
module vgaDisplay(start,in,reset,clock,x,y,plot);
	input start;
	input clock, reset;
	input [15:0] in;
	output [7:0] x,y;
	output plot;
    wire load_x,load_y,load_alu,plot;
	 wire [1:0] alu_op, alu_sel_a, alu_sel_b;
	 displayDATA data(
		.in(in),
		.reset_n(reset),
		.clock(clock),
		.alu_sel_a(alu_sel_a),
		.alu_sel_b(alu_sel_b),
		.load_x(load_x),
		.load_y(load_y),
		.load_alu(load_alu),
		.alu_op(alu_op),
		.out_x(x),
		.out_y(y)
	);
    displayCTRL ctrl(
		.go(start),
		.clock(clock),
		.reset_n(reset),
		.load_x(load_x),
		.load_y(load_y),
		.load_alu(load_alu),
		.alu_op(alu_op),
		.alu_sel_a(alu_sel_a),
		.alu_sel_b(alu_sel_b),
		.plot(plot)
	 );
endmodule
module displayCTRL(go,clock,reset_n,load_x,load_y,load_alu,alu_op,alu_sel_a,alu_sel_b,plot);
	input go;
	input clock;
	input reset_n;
	output reg load_x;
	output reg load_y;
	output reg load_alu;
	output reg [1:0] alu_op, alu_sel_a, alu_sel_b;
	output reg plot;
	reg [3:0] cur_state, next_state;
	reg [2:0] x_count, y_count;
	always @(posedge clock)
	begin
		if (~reset_n)
			begin
				cur_state <= 4'b0000;
			end
		else
			cur_state <= next_state;
	end
	localparam LOAD = 4'd0,
				  WAIT_LOAD = 4'd1,
				  PLOT = 4'd2,
				  PLOT_WAIT = 4'd3,
				  INCREMENT_X = 4'd4,
				  INCREMENT_Y = 4'd5,
				  RESET_X = 4'd6;
	always @(*)
	begin
		case (cur_state)
			LOAD: next_state = go ? WAIT_LOAD : LOAD;
			WAIT_LOAD: next_state = go ? WAIT_LOAD : PLOT;
			PLOT: next_state = PLOT_WAIT;
			PLOT_WAIT: next_state = (x_count < 3'd4) ? INCREMENT_X : INCREMENT_Y;
			INCREMENT_X: next_state = PLOT;
			INCREMENT_Y: next_state = RESET_X;
			RESET_X: next_state = (y_count < 3'd4) ? PLOT : LOAD;
		endcase
	end
	always @(*)
	begin
		load_x = 1'b0;
		load_y = 1'b0;
		load_alu = 1'b0;
		alu_sel_a = 2'd0;
		alu_sel_b = 2'd0;
		alu_op = 2'd0;
		plot = 1'b0;
		case (cur_state)
			WAIT_LOAD: 
				begin
					load_x = 1'b1;
					load_y = 1'b1;
					x_count = 3'd0;
					y_count = 3'd1;
				end
			PLOT:
				begin
					plot = 1'b1;
					x_count = x_count + 1;
				end
			INCREMENT_X:
				begin
					alu_sel_a = 2'd0; alu_op = 2'd0;
					load_x = 1'b1; load_alu = 1'b1;
				end
			INCREMENT_Y:
				begin
					alu_sel_a = 2'd1; alu_op = 2'd0;
					load_y = 1'b1; load_alu = 1'b1;
					x_count = 3'd0;
					y_count = y_count + 1;
				end
			RESET_X:
				begin
					alu_sel_a = 2'd0; alu_op = 2'd2;
					load_x = 1'b1; load_alu = 1'b1;
					load_alu = 1'b1;
				end
		endcase
	end
endmodule
module displayDATA(in,reset_n,clock,alu_sel_a,alu_sel_b,load_x,load_y,load_alu,alu_op,out_x,out_y);
	input [15:0] in;
	input [1:0] alu_sel_a, alu_sel_b;
	input reset_n;
	input clock;
	input load_x;
	input load_y;
	input load_alu;
	input [1:0] alu_op;
	output reg [7:0]  out_x, out_y;
	reg [7:0] alu_out, alu_a, alu_b;
	always @(posedge clock)
	begin
		if (~reset_n)
			begin
				out_x <= 8'b00000000;
				out_y <= 8'b00000000;
			end
		else
			begin
				if (load_x)
					out_x <= load_alu ? alu_out : in[15:8];
				if (load_y)
					out_y <= load_alu ? alu_out : in[7:0];
			end
	end
	always @(*)
	begin 
		case (alu_sel_a)
			2'd0: alu_a = out_x;
			2'd1: alu_a = out_y;
		endcase
		case (alu_sel_a)
			2'd0: alu_b = out_x;
			2'd1: alu_b = out_y;
		endcase
	end
	always @(*)
	begin 
		case (alu_op)
			2'b00: alu_out <= alu_a + 1;
			2'b01: alu_out <= alu_a - 1;
			2'b10: alu_out <= alu_a - 2'b11;
			default: alu_out <= 8'b00000000;
		endcase
	end
endmodule
--- flow/run.sh ---
#!/bin/bash
# OpenROAD 26Q1-2900-gdf79404cd8, Yosys 0.63+post, stock flow scripts
make -C /OpenROAD-flow-scripts/flow DESIGN_CONFIG=/design/flow/config.mk WORK_HOME=/design/flow/orfs finish
--- flow/config.mk ---
export PLATFORM = sky130hd
export DESIGN_NAME = vgaDisplay
export DESIGN_NICKNAME = vgaDisplay
export VERILOG_FILES = /design/flow/design.v
export SDC_FILE = /design/flow/constraint.sdc
export NUM_CORES = 4
export LEC_CHECK = 1
export CORE_AREA = 10 10 109 109
export DIE_AREA = 0 0 119 119
--- flow/constraint.sdc ---
current_design vgaDisplay

set clk_period 4.2
set clk_io_pct 0.2

create_clock -name clk0 -period $clk_period [get_ports {clock}]

set non_clock_inputs [all_inputs -no_clocks]
set_input_delay [expr $clk_period * $clk_io_pct] -clock clk0 $non_clock_inputs
set_output_delay [expr $clk_period * $clk_io_pct] -clock clk0 [all_outputs]
==> out/metrics.yaml <==
outcome: "complete, no violations"
insertedDiodeCount: 0
comb_area_um2: 985
hpwl_um: 3550
seqPwrFrac_pct: 50.7
worstPathMaxFanout: 12
timing.reg2reg.setup_slack_ns: 1.49
cts_made_buffers: 3
critPathKind: "reg -> out"
async_flop_share_pct: 0
grt_pass1_vias: 1468
grt_pass1_wl_um: 7700
untimed_endpoints: 9
yosys_warnings: 8
power_mw: 0.387
grt_max_degree: 28
ys.flop_type: "dfxtp_1"
warning_count: 25
drt_iter0_markers: 80
syn_area_um2: 1620
cts_setup_buffers: 0
cts_buffer_depth: 2
grt_util_all_layers_pct: 6.52
cts_tree: "yes"
p_int_mw: 0.295
dpl_cell_area_um2: 2080
cp_slowest_cell: "dfxtp_1"
skew_ns: 0.000996
drt_drc_violations_left: 0
finalSetupTns_ns: 0
yosysTopAreaCell: "dfxtp_1"
arrival_ns: 1.91
combPwrFrac_pct: 16.5
powerDensity_nw_per_um2: 183
finalWirelength_um: 4550
unclocked_regs: 9
report.final.slew_viol_count: 0
ir_worst_vdd_mv: 0.0577
utilization_pct: 22.0
min_period_ns: 2.75
ys_top_cells_by_count: "nand2_1, dfxtp_1, o21ai_0, nor2_1"
postCtsResizedCells: 0
clock-root-buffer: "clkbuf_8"
edf_count: 0
synth_top_cell_by_count: "nand2_1"
required_ns: 3.36
synth_area_per_cell_um2: 8.33
drive_gt1_share_pct: 9.78
yosysCellCount: 194
critPathBufInv: 2
relSlewSlack_pct: 67.6
ys_types: 48
path_clk_slew_ns: 0.07
cp_slowest_stage_delay_ns: 0.57
rsz0062_at_grt: "false"
synth-seq-cells: 28
io_buffers: 35
io-pin-count: 36
top_cell_area_share_pct: 23.5
fin_cells: 358
syn_inst: 194
h-tree-depth: 1
fillers: 1069
hold_viol_final: 0
reg2reg_depth: 8
cp_cell_sequence: "or2b_1 -> nand2b_1 -> inv_1 -> clkdlybuf4s50_1"
worst_pin_slew_ns: 0.484
dp.cells: 354
stdcell_area_um2: 2120
fp_util_pct: 16.8
postCtsHoldBufs: 0
vias_per_cell: 4.10
critPathLaunchType: "flip-flop"
switching_share_pct: 23.8
final-seq-area_um2: 515
antenna_found_initial: 0
hold_class: "reg -> reg"
routed-via-count: 1467
core_um2: 9640
critPathTopFamily: "buffers and inverters"
critPathCaptureType: "primary output"
setup_viol: 0
switching_power_mw: 0.0920
num_rows: 36
clock_latency_ns: 0.25
routedWlPerCell_um: 12.7
timing.fmax_mhz: 363
place_congestion: 0.865
grt-ovfl-total: 0
synthToLayoutAreaGrowth_pct: 31.2
die_h_um: 119
cp_num_cells: 4
ys_area_um2: 1620
clkPwrFrac_pct: 32.9
die_w_um: 119
fin_crit_sh_pct: 65.5
dr.pass1.iters: 7
p_leak_nw: 0.814
area_leaders: "dfxtp_1, dlxtn_1, ha_1, o21ai_0, nand2_1"
die-area_um2: 14200
cap_viol_max_count: 0
ant_nets: 0
min_path_cells: 2
## final timing paths
path,start,endpoint
max reg2reg,ctrl.cur_state[1]$_SDFF_PN0_,data.out_x[6]$_SDFFE_PN0P_
min,data.out_x[1]$_SDFFE_PN0P_,data.out_x[1]$_SDFFE_PN0P_
max,ctrl.cur_state[1]$_SDFF_PN0_,plot
min reg2reg,data.out_x[1]$_SDFFE_PN0P_,data.out_x[1]$_SDFFE_PN0P_
## per-layer routing
layer  track usage (%)  part of all wire, %  up-vias
met5                 0                    0        -
met4             0.992                  1.4        0
met3              1.01                  3.4        2
met2              11.4                   51       19
met1              8.44                   44      692
li1                  -                    -      754
## worst register-to-register path, stage by stage, from the launching register on
cell and delay (ns):
dfxtp_1 0.57, nand3b_4 0.30, mux2_2 0.35, ha_1 0.34, a21o_1 0.18, a21oi_1 0.25
nor2_1 0.09, a311oi_1 0.38, a31oi_1 0.13
## through the flow
stage / hold WS [ns] / setup WS (ns)
finish: 0.542 / 1.45
global route: 0.582 / 1.21
CTS: 0.550 / 1.43
detailed placement: 0.530 / 1.49
global placement: 0.528 / 1.55
floorplan: 0.454 / 1.97
## cells by family (layout without fill, tap and decap cells)
| family | after synthesis | in the layout | share of synthesized area, % |
|---|---|---|---|
| AND/OR/NAND/NOR | 69 | 69 | 22.4 |
| AND-OR/OR-AND | 56 | 56 | 23.6 |
| buffers and inverters | 20 | 51 | 7.20 |
| flip-flops | 19 | 19 | 23.5 |
| latches | 9 | 9 | 8.36 |
| adder cells (fa/ha/maj) | 8 | 8 | 6.19 |
| multiplexers | 8 | 8 | 6.04 |
| XOR/XNOR | 5 | 5 | 2.71 |
## power groups by stage
| stage | sequential (mW) | clock, mW | combinational, mW |
|---|---|---|---|
| after CTS | 0.196 | 0.131 | 0.0652 |
| after global routing | 0.197 | 0.139 | 0.0718 |
| final | 0.196 | 0.127 | 0.0638 |
## cell type report
| type | instances | share of cell area [%] |
|---|---|---|
| inverter | 9 | 1.71 |
| timing repair buffer | 38 | 17.6 |
| tap | 133 | 7.85 |
| multi-input combinational | 146 | 46.4 |
| sequential | 28 | 24.3 |
| clock buffer | 4 | 2.12 |
## cells in the final DEF (no fill, tap or decap), types with 2 or more instances in the layout
cell and n:
a21oi_1 7, nand2b_1 6, buf_4 3, and2_1 5
a211oi_1 2, a31oi_1 9, nor2b_1 3, nor2_1 16
ha_1 8, nand2_1 21, mux2_2 4, nand3_1 5
dlxtn_1 9, o21ai_0 18, clkbuf_8 3, o22ai_1 2
inv_1 8, o211ai_1 3, a311oi_1 3, nor3_1 2
and3_1 3, dfxtp_1 19, clkdlybuf4s50_1 35, mux2i_1 3
xnor2_1 5
## registers in the layout, summed over array words and instances (netlist names)
register and flops:
data.out_y 8, ctrl.y_count 3, ctrl.cur_state 3, ctrl.x_count 3, data.out_x 8, ctrl.next_state 3
No activity file was given, so power comes from the tool's default toggle rates.
